==> ./constraint.sdc <==
current_design TopModule

set clk_period 1.1
set clk_io_pct 0.2

create_clock -name clk0 -period $clk_period [get_ports {clk}]

set non_clock_inputs [all_inputs -no_clocks]
set_input_delay [expr $clk_period * $clk_io_pct] -clock clk0 $non_clock_inputs
set_output_delay [expr $clk_period * $clk_io_pct] -clock clk0 [all_outputs]
==> ./run.sh <==
#!/bin/bash
# OpenROAD 26Q1-2900-gdf79404cd8, Yosys 0.63+post, stock flow scripts
make -C /OpenROAD-flow-scripts/flow DESIGN_CONFIG=/design/flow/config.mk WORK_HOME=/design/flow/orfs finish
==> ./design.v <==
`timescale 1ns / 1ps
module TopModule(
    input clk,
    input rst_n,				
    input wire [3:0] sample_rate,
    input [3:0] data_in,     	 
    input coeff_write,
    input [7:0] coeff_in, 		 
    input [6:0] coeff_addr,
    input wire new_symbol, 		
    output wire [11:0] data_out,   
    output reg data_out_valid     
);
    wire [3:0] upsampler_out;
	wire [11:0] filter_out;
    wire rst_n_sync_wire;
    parameter LATENCY = 144;
    reg [7:0] counter;
    reg [7:0] counter_next;
    reg data_out_valid_next;
    reset_synchronization rst(.clk(clk),
                            .rst_n(rst_n),
                            .rst_n_sync(rst_n_sync_wire)
    );
	upsampler u_upsampler(
		.clk(clk),
		.rst_n(rst_n_sync_wire),
		.sample_rate(sample_rate),
		.new_symbol(new_symbol),
		.input_data(data_in),
		.output_data(upsampler_out)
	);
    fir_filter u_fir_filter(
        .clk(clk),
		.sample_in(upsampler_out),
        .coeff_write(coeff_write),
        .coeff_in(coeff_in),
        .coeff_addr(coeff_addr),
        .fir_out(filter_out)
    );
  always @(posedge clk or negedge rst_n_sync_wire) begin
    if (!rst_n_sync_wire) begin
        counter <= 0;
        data_out_valid <= 0;
    end else begin
        counter <= counter_next;
        data_out_valid <= data_out_valid_next;
    end
end
	always @(*) begin
		data_out_valid_next = data_out_valid;
		counter_next = counter;
		if(data_in) begin
			counter_next = counter + 1'b1;
		end
		if (counter < LATENCY) begin
			data_out_valid_next = 0;
		end
		else begin
			data_out_valid_next = 1'b1;
		end
	end
    assign data_out = filter_out;
endmodule
`timescale 1ns /1ps
module coeff_memory(
		 input wire 		  clk,
		 input wire signed [7:0]  coeff_in,
		 input wire [6:0] 	  coeff_addr,
		 input wire 		  coeff_write,
		 output wire signed [7:0] coeff_out0,
		 output wire signed [7:0] coeff_out1,
		 output wire signed [7:0] coeff_out2,
		 output wire signed [7:0] coeff_out3,
		 output wire signed [7:0] coeff_out4,
		 output wire signed [7:0] coeff_out5,
		 output wire signed [7:0] coeff_out6,
		 output wire signed [7:0] coeff_out7,
		 output wire signed [7:0] coeff_out8,
		 output wire signed [7:0] coeff_out9,
		 output wire signed [7:0] coeff_out10,
		 output wire signed [7:0] coeff_out11,
		 output wire signed [7:0] coeff_out12,
		 output wire signed [7:0] coeff_out13,
		 output wire signed [7:0] coeff_out14,
		 output wire signed [7:0] coeff_out15,
		 output wire signed [7:0] coeff_out16,
		 output wire signed [7:0] coeff_out17,
		 output wire signed [7:0] coeff_out18,
		 output wire signed [7:0] coeff_out19,
		 output wire signed [7:0] coeff_out20,
		 output wire signed [7:0] coeff_out21,
		 output wire signed [7:0] coeff_out22,
		 output wire signed [7:0] coeff_out23,
		 output wire signed [7:0] coeff_out24,
		 output wire signed [7:0] coeff_out25,
		 output wire signed [7:0] coeff_out26,
		 output wire signed [7:0] coeff_out27,
		 output wire signed [7:0] coeff_out28,
		 output wire signed [7:0] coeff_out29,
                 output wire signed [7:0] coeff_out30,
		 output wire signed [7:0] coeff_out31,
		 output wire signed [7:0] coeff_out32,
		 output wire signed [7:0] coeff_out33,
		 output wire signed [7:0] coeff_out34,
		 output wire signed [7:0] coeff_out35,
		 output wire signed [7:0] coeff_out36,
		 output wire signed [7:0] coeff_out37,
		 output wire signed [7:0] coeff_out38,
		 output wire signed [7:0] coeff_out39,
		 output wire signed [7:0] coeff_out40,
		 output wire signed [7:0] coeff_out41,
		 output wire signed [7:0] coeff_out42,
		 output wire signed [7:0] coeff_out43,
		 output wire signed [7:0] coeff_out44,
		 output wire signed [7:0] coeff_out45,
		 output wire signed [7:0] coeff_out46,
		 output wire signed [7:0] coeff_out47,
		 output wire signed [7:0] coeff_out48,
		 output wire signed [7:0] coeff_out49,
		 output wire signed [7:0] coeff_out50,
		 output wire signed [7:0] coeff_out51,
		 output wire signed [7:0] coeff_out52,
		 output wire signed [7:0] coeff_out53,
		 output wire signed [7:0] coeff_out54,
		 output wire signed [7:0] coeff_out55,
		 output wire signed [7:0] coeff_out56,
		 output wire signed [7:0] coeff_out57,
		 output wire signed [7:0] coeff_out58,
		 output wire signed [7:0] coeff_out59,
		 output wire signed [7:0] coeff_out60,
		 output wire signed [7:0] coeff_out61,
		 output wire signed [7:0] coeff_out62,
		 output wire signed [7:0] coeff_out63,
		 output wire signed [7:0] coeff_out64,
		 output wire signed [7:0] coeff_out65,
		 output wire signed [7:0] coeff_out66,
		 output wire signed [7:0] coeff_out67,
		 output wire signed [7:0] coeff_out68,
		 output wire signed [7:0] coeff_out69,
		 output wire signed [7:0] coeff_out70
		 );
   reg signed [7:0] coeff_internal[0:70];
   always @(posedge clk)
     begin
	if (coeff_write == 1'b1) begin
	   coeff_internal[coeff_addr] <= coeff_in;
	end
     end
   assign coeff_out0 = coeff_internal[0];
   assign coeff_out1 = coeff_internal[1];
   assign coeff_out2 = coeff_internal[2];
   assign coeff_out3 = coeff_internal[3];
   assign coeff_out4 = coeff_internal[4];
   assign coeff_out5 = coeff_internal[5];
   assign coeff_out6 = coeff_internal[6];
   assign coeff_out7 = coeff_internal[7];
   assign coeff_out8 = coeff_internal[8];
   assign coeff_out9 = coeff_internal[9];
   assign coeff_out10 = coeff_internal[10];
   assign coeff_out11 = coeff_internal[11];
   assign coeff_out12 = coeff_internal[12];
   assign coeff_out13 = coeff_internal[13];
   assign coeff_out14 = coeff_internal[14];
   assign coeff_out15 = coeff_internal[15];
   assign coeff_out16 = coeff_internal[16];
   assign coeff_out17 = coeff_internal[17];
   assign coeff_out18 = coeff_internal[18];
   assign coeff_out19 = coeff_internal[19];
   assign coeff_out20 = coeff_internal[20];
   assign coeff_out21 = coeff_internal[21];
   assign coeff_out22 = coeff_internal[22];
   assign coeff_out23 = coeff_internal[23];
   assign coeff_out24 = coeff_internal[24];
   assign coeff_out25 = coeff_internal[25];
   assign coeff_out26 = coeff_internal[26];
   assign coeff_out27 = coeff_internal[27];
   assign coeff_out28 = coeff_internal[28];
   assign coeff_out29 = coeff_internal[29];
   assign coeff_out30 = coeff_internal[30];
   assign coeff_out31 = coeff_internal[31];
   assign coeff_out32 = coeff_internal[32];
   assign coeff_out33 = coeff_internal[33];
   assign coeff_out34 = coeff_internal[34];
   assign coeff_out35 = coeff_internal[35];
   assign coeff_out36 = coeff_internal[36];
   assign coeff_out37 = coeff_internal[37];
   assign coeff_out38 = coeff_internal[38];
   assign coeff_out39 = coeff_internal[39];
   assign coeff_out40 = coeff_internal[40];
   assign coeff_out41 = coeff_internal[41];
   assign coeff_out42 = coeff_internal[42];
   assign coeff_out43 = coeff_internal[43];
   assign coeff_out44 = coeff_internal[44];
   assign coeff_out45 = coeff_internal[45];
   assign coeff_out46 = coeff_internal[46];
   assign coeff_out47 = coeff_internal[47];
   assign coeff_out48 = coeff_internal[48];
   assign coeff_out49 = coeff_internal[49];
   assign coeff_out50 = coeff_internal[50];
   assign coeff_out51 = coeff_internal[51];
   assign coeff_out52 = coeff_internal[52];
   assign coeff_out53 = coeff_internal[53];
   assign coeff_out54 = coeff_internal[54];
   assign coeff_out55 = coeff_internal[55];
   assign coeff_out56 = coeff_internal[56];
   assign coeff_out57 = coeff_internal[57];
   assign coeff_out58 = coeff_internal[58];
   assign coeff_out59 = coeff_internal[59];
   assign coeff_out60 = coeff_internal[60];
   assign coeff_out61 = coeff_internal[61];
   assign coeff_out62 = coeff_internal[62];
   assign coeff_out63 = coeff_internal[63];
   assign coeff_out64 = coeff_internal[64];
   assign coeff_out65 = coeff_internal[65];
   assign coeff_out66 = coeff_internal[66];
   assign coeff_out67 = coeff_internal[67];
   assign coeff_out68 = coeff_internal[68];
   assign coeff_out69 = coeff_internal[69];
   assign coeff_out70 = coeff_internal[70];
endmodule
`timescale 1ns /1ps
module dsp_slice(
		 input wire clk,
		 input wire signed [3:0] sample_in,
		 input wire signed [11:0] accum_in,
		 input wire signed [7:0] coeff_in,
		 output wire signed [3:0] sample_out,
		 output wire signed [11:0] accum_out
		 );
   reg signed [3:0] 			   sample_delay0;
   reg signed [3:0] 			   sample_delay1;
   reg signed [11:0] 			   mult_out;
   reg signed [11:0]                       accum;
   assign sample_out = sample_delay1;
   assign accum_out  = accum;
    always @(posedge clk)
      begin
	 sample_delay0 <= sample_in;
	 sample_delay1 <= sample_delay0;
	 mult_out      <= sample_delay1 * coeff_in;
	 accum         <= accum_in + mult_out;         
    end
endmodule
`timescale 1ns /1ps
module fir_filter(
		  input wire 		    clk,
		  input wire signed [3:0]   sample_in,
		  input wire 		    coeff_write,
		  input wire signed [7:0]   coeff_in,
		  input wire [6:0] 	    coeff_addr,
		  output wire signed [11:0] fir_out
		  );
   wire signed [3:0] 				    sample_internal [0:71];
   wire signed [11:0] 				    accum_internal [0:71];
   wire signed [7:0] 				    coeff [0:70];
   genvar 				    i;
   assign sample_internal[0] = sample_in;
   assign accum_internal[0] = 12'h000;
   assign fir_out = accum_internal[71];
   generate for (i = 0; i < 71; i = i + 1)
     begin: GEN_SLICE
	dsp_slice u_fir_slice(
			      .clk(clk),
			      .sample_in(sample_internal[i]),
			      .accum_in(accum_internal[i]),
			      .coeff_in(coeff[i]),
			      .sample_out(sample_internal[i+1]),
			      .accum_out(accum_internal[i+1])
			      );
     end
   endgenerate
   coeff_memory u_coeff_memory(
			       .clk(clk),
			       .coeff_in(coeff_in),
			       .coeff_addr(coeff_addr),
			       .coeff_write(coeff_write),
			       .coeff_out0(coeff[0]),
			       .coeff_out1(coeff[1]),
			       .coeff_out2(coeff[2]),
			       .coeff_out3(coeff[3]),
			       .coeff_out4(coeff[4]),
			       .coeff_out5(coeff[5]),
			       .coeff_out6(coeff[6]),
			       .coeff_out7(coeff[7]),
			       .coeff_out8(coeff[8]),
			       .coeff_out9(coeff[9]),
			       .coeff_out10(coeff[10]),
			       .coeff_out11(coeff[11]),
			       .coeff_out12(coeff[12]),
			       .coeff_out13(coeff[13]),
			       .coeff_out14(coeff[14]),
			       .coeff_out15(coeff[15]),
			       .coeff_out16(coeff[16]),
			       .coeff_out17(coeff[17]),
			       .coeff_out18(coeff[18]),
			       .coeff_out19(coeff[19]),
			       .coeff_out20(coeff[20]),
			       .coeff_out21(coeff[21]),
			       .coeff_out22(coeff[22]),
			       .coeff_out23(coeff[23]),
			       .coeff_out24(coeff[24]),
			       .coeff_out25(coeff[25]),
			       .coeff_out26(coeff[26]),
			       .coeff_out27(coeff[27]),
			       .coeff_out28(coeff[28]),
			       .coeff_out29(coeff[29]),
			       .coeff_out30(coeff[30]),
			       .coeff_out31(coeff[31]),
			       .coeff_out32(coeff[32]),
			       .coeff_out33(coeff[33]),
			       .coeff_out34(coeff[34]),
			       .coeff_out35(coeff[35]),
			       .coeff_out36(coeff[36]),
			       .coeff_out37(coeff[37]),
			       .coeff_out38(coeff[38]),
			       .coeff_out39(coeff[39]),
			       .coeff_out40(coeff[40]),
			       .coeff_out41(coeff[41]),
			       .coeff_out42(coeff[42]),
			       .coeff_out43(coeff[43]),
			       .coeff_out44(coeff[44]),
			       .coeff_out45(coeff[45]),
			       .coeff_out46(coeff[46]),
			       .coeff_out47(coeff[47]),
			       .coeff_out48(coeff[48]),
			       .coeff_out49(coeff[49]),
			       .coeff_out50(coeff[50]),
			       .coeff_out51(coeff[51]),
			       .coeff_out52(coeff[52]),
			       .coeff_out53(coeff[53]),
			       .coeff_out54(coeff[54]),
			       .coeff_out55(coeff[55]),
			       .coeff_out56(coeff[56]),
			       .coeff_out57(coeff[57]),
			       .coeff_out58(coeff[58]),
			       .coeff_out59(coeff[59]),
			       .coeff_out60(coeff[60]),
			       .coeff_out61(coeff[61]),
			       .coeff_out62(coeff[62]),
			       .coeff_out63(coeff[63]),
			       .coeff_out64(coeff[64]),
			       .coeff_out65(coeff[65]),
			       .coeff_out66(coeff[66]),
			       .coeff_out67(coeff[67]),
			       .coeff_out68(coeff[68]),
			       .coeff_out69(coeff[69]),
			       .coeff_out70(coeff[70])
			       );
endmodule			       
`timescale 1ns / 1ps
module reset_synchronization (
    input wire clk,
    input wire rst_n,
    output reg rst_n_sync
);
reg upsample_data_in;
reg upsample_data_mid;
always @(posedge clk or negedge rst_n) begin
    if (!rst_n) begin
        rst_n_sync <= 0;
        upsample_data_mid <= 0;
        upsample_data_in <= 0;
    end else begin
        rst_n_sync <= upsample_data_mid;
        upsample_data_mid <= upsample_data_in;
        upsample_data_in <= 1'b1;
    end
end
endmodule
`timescale 1ns / 1ps
module upsampler(
		 input wire	  clk,
		 input wire	  rst_n,
		 input wire       new_symbol,
		 input wire [3:0] input_data,
		 input wire [3:0] sample_rate,
		 output reg [3:0] output_data
		 );
   reg [3:0] output_data_next;
   reg [3:0] sample_count_next;
   reg	     state_next;
   reg [3:0] sample_count_current;
   reg	     state_current;
   reg [3:0] sample_rate_q;
   parameter S0_IDLE = 1'b0;
   parameter S1_SAMPLING = 1'b1;
   parameter ZERO_PAD = 4'b0000;
   always @(posedge clk or negedge rst_n)
     begin
	if(rst_n == 1'b0)begin
	   output_data <= 4'd0;
	   sample_count_current <= 4'd0;
	   state_current <= S0_IDLE;
	end else begin
	   sample_rate_q <= sample_rate;
	   output_data <= output_data_next;
	   sample_count_current <= sample_count_next;
	   state_current <= state_next;
	end
     end
   always @(*)
     begin
	output_data_next = output_data;
	state_next = state_current;
	sample_count_next = sample_count_current;
	case(state_current)
	  S0_IDLE: begin
	     if(new_symbol == 1'b1)begin
		state_next = S1_SAMPLING;
	     end
	  end
	  S1_SAMPLING: begin
	     sample_count_next = sample_count_current + 1'b1;
	     if(sample_count_current == sample_rate_q-1)begin
		state_next = S0_IDLE;
		sample_count_next = 4'd0;		
	     end else if(sample_count_current == 4'd0)begin
		output_data_next = input_data;
	     end else begin
		output_data_next = ZERO_PAD;
	     end
	  end  
	endcase  
     end  
endmodule  
==> ./config.mk <==
export PLATFORM = sky130hd
export DESIGN_NAME = TopModule
export DESIGN_NICKNAME = TopModule
export VERILOG_FILES = /design/flow/design.v
export SDC_FILE = /design/flow/constraint.sdc
export NUM_CORES = 4
export LEC_CHECK = 1
export CORE_UTILIZATION = 40
==> impl_metrics.csv <==
group,metric,value,unit
floorplan,fp_util,0.402,
pwr,intPower,260,mW
timing,tns,-1704.01,ns
clock_network,cts_buffers,327,
floorplan,ioPinCount,40,
min_path,hold_class,"in2reg",
pwr,p_seq_frac,0.356,
timing,finalHoldViolCount,0,
detailed_routing,wirelength,360000,µm
synthesis,ys_sh_xor,0.0682,
detailed_routing,drtPass1Iterations,6,
place,portBuffers,39,
synthesis,synth_flops,2865,
timing,final.setup.worst_slack,-2.45,ns
timing,whs,0.195,ns
global_route,grt_pass1_vias,123000,
detailed_routing,avgViaCountPerCell,4.66,
synthesis,ys_chip_area,174000,µm²
detailed_routing,drcViolationCount,0,
synthesis,area_leaders,"dfxtp_1 26%, ha_1 16%, fa_1 15%",
finish,syn_to_final_growth,32.0,%
timing,drv_slew,0,
synthesis,synth-edff-count,572,
run_status,violations,"negative setup slack",
global_route,grt.total_usage,0.177,
pwr,power_density,1620,nW/µm²
detailed_routing,routedWlPerCell,13.9,µm
synthesis,mux_share,0.00693,
pwr,p_switching,110,mW
place,gp_routability_congestion,0.868,
synthesis,fa_ha_area_frac,0.306,
synthesis,top_logic_kind,"adder cells",
floorplan,die_w,661,µm
synthesis,simple_gate_area_frac,0.125,
synthesis,top_area_cell,"dfxtp_1",
pwr,ir_drop,1310,µV
clock_network,clk_path_buf_depth,4,
timing,rsz0062_at_grt,"yes",
global_route,grt_max_degree,33,
setup_path,worstPathArrival,4.35,ns
synthesis,common_cells,"2,272 x dfxtp_1, 2,194 x ha_1, 1,352 x and2_1",
synthesis,ys_cells,15500,
place,dp_hpwl,281000,µm
clock_network,worstSkewPairLatency,0.92,ns
detailed_routing,vias,121000,
setup_path,critPathKind,"reg2reg",
floorplan,core,431000,µm²
synthesis,postSynthSeqShare,0.364,
finish,drive_above_1_share,0.283,
synthesis,syn_area,174000,µm²
clock_network,clk_pin_slew,0.07,ns
place,dp_cells,25200,
timing,worst_slew_pin_slew,0.584,ns
pwr,p_leak,112,nW
synthesis,yosysTopAreaCellShare,0.262,
global_route,grt_pass1_wl,609000,µm
setup_path,crit_path_end_kind,"flop",
pwr,swShare,0.298,
run,warnings,30,
run_status,outcome,"finished, violations left",
clock_network,htree_num_levels,5,
finish,final_util,0.531,
detailed_routing,antenna_left,0,
synthesis,flop_cell,"dfxtp_1",
global_route,antenna_found_initial,10,
clock_network,cts_root_buf,"clkbuf_16",
synthesis,ys_sh_aoi,0.104,
timing,setup_viol,2038,
timing,finalCritPeriodShare,3.22,
floorplan,die_area,436000,µm²
synthesis,most_common_cell,"dfxtp_1",
global_route,grt-ovfl-total,0,
pwr,comb_power_share,0.335,
synthesis,ys_types,73,
synthesis,ys_warn_count,6,
synthesis,syn_avg_cell_area,11.2,µm²
finish,stdcell_count,25900,
timing,min_period,3.55,ns
clock_network,tritoncts,"done",
run,cap_viol_max_count,0,
synthesis,async_flop_share,0.00733,
timing,fin_skew,0.0275,ns
timing,max_slew_margin,0.606,
synthesis,syn_inst,15500,
timing,max_freq,282,MHz
floorplan,die.size.y,661,µm
clock_network,cts.sinks,2865,
floorplan,rows,241,
setup_path,required,1.90,ns
detailed_routing,drt_iter0_drc,3643,
setup_path,cp_max_fo,2,
setup_path,cp-start-kind,"flop",
pwr,pwr-share-clk,0.308,
==> through the flow <==
stage	instance area [µm²]	setup slack, ns	power [mW]
floorplan	178000	-2.33	204
detailed placement	216000	-2.44	258
global route	229000	-2.59	395
CTS	228000	-2.42	376
finish	229000	-2.45	370
global placement	216000	-2.46	258
==> flip-flops by register name (all words and copies together) (netlist names), 4 cells and up <==
register	cells
counter	8
u_upsampler.output_data	4
u_upsampler.sample_count_current	4
u_upsampler.sample_rate_q	4
u_fir_filter.GEN_SLICE.u_fir_slice.sample_delay1	284
u_fir_filter.GEN_SLICE.u_fir_slice.accum	852
u_fir_filter.GEN_SLICE.u_fir_slice.sample_delay0	284
u_fir_filter.GEN_SLICE.u_fir_slice.mult_out	852
u_fir_filter.u_coeff_memory.coeff_internal	568
==> power by group through the flow <==
stage         Combinational, mW  Sequential [mW]  Clock, mW
CTS                         125              132        118
global route                140              134        122
finish                      124              132        114
==> logic make-up after synthesis <==
| group | count (synthesis) |
|---|---|
| XOR/XNOR | 1352 |
| adder cells (fa/ha/maj) | 3471 |
| AND/OR/NAND/NOR | 3938 |
| buffers and inverters | 1188 |
| other | 1 |
| AND-OR/OR-AND | 2601 |
| multiplexers | 113 |
| flip-flops | 2865 |
==> placed cells by master, fill, tap and decap left out, drive strengths merged, types with 322 or more instances in the layout <==
cell type	instances
and2	1352
nand2	550
nor3	322
ha	2194
o21ai	484
fa	1277
edfxtp	572
buf	3997
xnor2	950
clkbuf	445
dfxtp	2272
a21oi	509
inv	1199
xor2	402
nor2b	477
nor2	455
==> worst max-delay path, stage by stage, from the launching register on <==
cell      delay (ns)
edfxtp_1        0.39
nand2b_4        0.16
fa_1            0.45
fa_1            0.51
inv_2           0.04
fa_2            0.45
ha_4            0.18
inv_2           0.05
fa_2            0.19
nor2b_2         0.04
o31a_1          0.25
or4_4           0.43
a31oi_4         0.19
xnor2_2         0.07
==> layer usage <==
layer	global-route usage	wire, µm
met3	0.0391	17700
met4	0.0358	9050
met2	0.277	162000
met5	0.000776	68
met1	0.264	172000
==> what timing repair did <==
action	in CTS	in global routing
endpoints found under the hold margin	580	0
pin swaps	68	83
endpoints found under the setup margin	1878	2117
setup buffers	28	21
gates resized	105	157
hold buffers	19	0
==> area by class of cell <==
cell class / count / area [µm²]
fillers: 36400 / 202000
clock inverters: 160 / 1960
clock buffers: 445 / 9500
repair buffers: 4047 / 31200
diodes: 5 / 12.5
well taps: 5710 / 7140
multi-input cells: 11500 / 111000
inverters: 1178 / 4430
flip-flops and latches: 2865 / 63300
==> path summary, 6_finish.rpt <==
path | startpoint | endpoint | slack [ns] | cells past startpoint
setup / recovery | u_fir_filter.u_coeff_memory.coeff_internal[33][0] | u_fir_filter.GEN_SLICE[33].u_fir_slice.mult_out[11] | -2.45 | 13
hold / removal | coeff_in[5] | u_fir_filter.u_coeff_memory.coeff_internal[21][5] | 0.19 | 2
setup reg to reg | u_fir_filter.u_coeff_memory.coeff_internal[33][0] | u_fir_filter.GEN_SLICE[33].u_fir_slice.mult_out[11] | -2.45 | 13
hold reg to reg | flop | flop | 0.31 | 0
max in group asynchronous | rst_n | rst.upsample_data_in | 0.35 | 3
min in group asynchronous | rst.rst_n_sync | u_upsampler.output_data[1] | 0.32 | 1
Power figures rest on the tool's default switching activity, not on a simulated workload.
