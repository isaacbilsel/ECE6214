$ cat flow/config.mk
export PLATFORM = sky130hd
export DESIGN_NAME = modulator_64qam_top
export DESIGN_NICKNAME = modulator_64qam_top
export VERILOG_FILES = /design/flow/design.v
export SDC_FILE = /design/flow/constraint.sdc
export NUM_CORES = 4
export LEC_CHECK = 1
export CORE_UTILIZATION = 50
$ cat flow/constraint.sdc
current_design modulator_64qam_top

set clk_period 7.9
set clk_io_pct 0.2

create_clock -name clk0 -period $clk_period [get_ports {SCLK}]

set non_clock_inputs [all_inputs -no_clocks]
set_input_delay [expr $clk_period * $clk_io_pct] -clock clk0 $non_clock_inputs
set_output_delay [expr $clk_period * $clk_io_pct] -clock clk0 [all_outputs]
$ cat flow/design.v
`timescale 1ns / 1ps
module SPI_Interface(
    input wire        SCLK,
    input wire        MOSI,
    input wire        CSN,
    input wire        rst_n,
    input wire [7:0]  reg_read_data,
    output reg        MISO,
    output reg        MISO_enable,
    output reg [9:0]  reg_address,
    output reg [7:0]  reg_write_data,
    output reg        reg_write_enable,
    output reg        reg_read_enable
);
    reg [7:0]         spi_shiftreg_current;
    reg [2:0]         state_current;
    reg [5:0]         bit_count_current;
    reg               reg_readwrite_current;
    reg               MISO_positive_edge;
    reg               MISO_enable_positive_edge;
    reg [7:0]         MISO_buffer_current;
    reg [7:0]         spi_shiftreg_next;
    reg [2:0]         state_next;
    reg [5:0]         bit_count_next;
    reg               reg_readwrite_next;
    reg               MISO_next;
    reg               MISO_enable_next;
    reg [10:0]        reg_address_next;
    reg [7:0]         reg_write_data_next;
    reg               reg_write_enable_next;
    reg               reg_read_enable_next;
    reg [7:0]         MISO_buffer_next;
    parameter [2:0]   S0_IDLE = 3'b000;
    parameter [2:0]   S1_ReadWrite = 3'b001;
    parameter [2:0]   S2_REG_ADDRESS = 3'b010;
    parameter [2:0]   S3_READ = 3'b011;
    parameter [2:0]   S4_WRITE = 3'b100;
    always @(posedge SCLK or negedge rst_n) begin
        if (rst_n == 1'b0) begin
            state_current <= S0_IDLE;
            spi_shiftreg_current <= 8'd0;
            bit_count_current <= 6'd33;
            reg_readwrite_current <= 1'b0;
            reg_address <= 10'd0;
            MISO_positive_edge <= 1'b0;
            MISO_enable_positive_edge <= 1'b0;
            MISO_buffer_current <= 8'd0;
            reg_write_data <= 8'd0;
            reg_write_enable <= 1'b0;
            reg_read_enable <= 1'b0;
        end else begin
            state_current <= state_next;
            spi_shiftreg_current <= spi_shiftreg_next;
            bit_count_current <= bit_count_next;
            reg_readwrite_current <= reg_readwrite_next;
            reg_address <= reg_address_next;
            MISO_positive_edge <= MISO_next;
            MISO_enable_positive_edge <= MISO_enable_next;
            MISO_buffer_current <= MISO_buffer_next;
            reg_write_data <= reg_write_data_next;
            reg_write_enable <= reg_write_enable_next;
            reg_read_enable <= reg_read_enable_next;
        end
    end
    always @(negedge SCLK or negedge rst_n) begin
        if (rst_n == 1'b0) begin
            MISO <= 1'b0;
            MISO_enable <= 1'b0;
        end else begin
            MISO <= MISO_positive_edge;
            MISO_enable <= MISO_enable_positive_edge;
        end
    end
    always @(*) begin
        spi_shiftreg_next = {spi_shiftreg_current[6:0], MOSI};
    end
    always @(*) begin
        state_next = state_current;
        bit_count_next = bit_count_current;
        reg_readwrite_next = reg_readwrite_current;
        reg_address_next = reg_address;
        reg_write_data_next = reg_write_data;
        reg_write_enable_next = reg_write_enable;
        reg_read_enable_next = reg_read_enable;
        MISO_enable_next = MISO_enable_positive_edge;
        MISO_buffer_next = MISO_buffer_current;
        MISO_next = MISO_positive_edge;
        case (state_current)
            S0_IDLE: begin
                if (CSN == 1'b0) begin
                    state_next = S1_ReadWrite;
                    bit_count_next = bit_count_current - 1'b1;
                end
            end
            S1_ReadWrite: begin
                state_next = S2_REG_ADDRESS;
                reg_readwrite_next = spi_shiftreg_current[0];
                bit_count_next = bit_count_current - 1'b1;
            end
            S2_REG_ADDRESS: begin
                bit_count_next = bit_count_current - 1'b1;
                if (bit_count_current == 6'd22) begin
                    if (reg_readwrite_current == 1'b0) begin
                        state_next = S3_READ;
                    end else begin
                        state_next = S4_WRITE;
                    end
                    reg_address_next = spi_shiftreg_current[7:0];
                end
            end
            S3_READ: begin
                reg_read_enable_next = 1'b1;
                MISO_buffer_next = reg_read_data;
                bit_count_next = bit_count_current - 1'b1;
                if (bit_count_current == 6'd15) begin
                    MISO_enable_next = 1'b1;
                end else if (bit_count_current <= 6'd7 && MISO_enable_positive_edge == 1'b1) begin
                    MISO_next = MISO_buffer_current[7];
                    MISO_buffer_next = {MISO_buffer_current[6:0], 1'b0};
                end else if (bit_count_current == 6'd0) begin
                    state_next = S0_IDLE;
                    bit_count_next = 6'd33;
                    MISO_enable_next = 1'b0;
                end
            end
            S4_WRITE: begin
                reg_write_enable_next = 1'b1;
                bit_count_next = bit_count_current - 1'b1;
                if (bit_count_current == 6'd5) begin
                    reg_write_data_next = spi_shiftreg_current;
                end else if (bit_count_current == 6'd0) begin
                    state_next = S0_IDLE;
                    bit_count_next = 6'd33;
                    reg_write_enable_next = 1'b0;
                end
            end
            default: begin
                if (CSN == 1'b0) begin
                    state_next = S1_ReadWrite;
                    bit_count_next = bit_count_current - 1'b1;
                end
            end
        endcase
    end
endmodule
`timescale 1ns / 1ps
module modulator_64qam_top(
			   input wire SCLK,
			   input wire MOSI,
			   input wire CSN,
			   input wire rst_n,
			   output wire MISO,
			   output wire MISO_enable
			   );
   wire [7:0]			       reg_read_data;
   wire [9:0]			       reg_address;
   wire [7:0]			       reg_write_data;
   wire				       reg_write_enable;
   wire				       reg_read_enable;
   SPI_Interface cmd_interface(
			       .SCLK(SCLK),
			       .MOSI(MOSI),
			       .CSN(CSN),
			       .rst_n(rst_n),
			       .reg_read_data(reg_read_data),
			       .MISO(MISO),
			       .MISO_enable(MISO_enable),
			       .reg_address(reg_address),
			       .reg_write_data(reg_write_data),
			       .reg_write_enable(reg_write_enable),
			       .reg_read_enable(reg_read_enable)
			       );
   register_array memory_array(
			       .SCLK(SCLK),
			       .rst_n(rst_n),
			       .reg_address(reg_address),
			       .reg_write_data(reg_write_data),
			       .reg_write_enable(reg_write_enable),
			       .reg_read_enable(reg_read_enable),
			       .reg_read_data(reg_read_data)
			       );
endmodule  
`timescale 1ns / 1ps
module register_array(
		      input wire	 SCLK,
		      input wire	 rst_n,
		      input wire [9:0]	 reg_address,
		      input wire signed [7:0]	 reg_write_data,
		      input wire	 reg_write_enable,
		      input wire	 reg_read_enable,
		      output reg signed [7:0] reg_read_data
		      );
   reg signed [7:0]			 register_array_data_current[0:255];
   reg signed [7:0]			 register_array_data_next[0:255];
   reg signed [7:0]			 reg_read_data_next;
   integer			 i;
   integer			 j;
   always @(posedge SCLK or negedge rst_n)
     begin
	if(rst_n == 1'b0)begin
	   reg_read_data <= 8'd0;
	   for(i = 0; i <= 255; i = i + 1)begin
	      register_array_data_current[i] <= 8'd0;
	   end
	end else begin
	   reg_read_data <= reg_read_data_next;
	   for(i = 0; i <= 255; i = i + 1)begin
	      register_array_data_current[i] <= register_array_data_next[i];
	   end
	end  
     end  
   always @(*)
     begin
	reg_read_data_next = reg_read_data;
	for(j = 0; j <= 255; j = j + 1)begin
	   register_array_data_next[j] = register_array_data_current[j];
	end
	if(reg_write_enable == 1'b1)begin
	   register_array_data_next[reg_address] = reg_write_data;
	end
	if(reg_read_enable == 1'b1)begin
	   reg_read_data_next = register_array_data_current[reg_address];
	end
     end  
endmodule  
$ cat flow/run.sh
#!/bin/bash
# OpenROAD 26Q1-2900-gdf79404cd8, Yosys 0.63+post, stock flow scripts
make -C /OpenROAD-flow-scripts/flow DESIGN_CONFIG=/design/flow/config.mk WORK_HOME=/design/flow/orfs finish
==> impl_metrics.ini <==
; synthesis and place-and-route metrics
[placement]
placed_cell_area_um2 = 105000
globalplace.congestion = 1.19
place_hpwl_um = 427000
numPortBuffers = 5

[power_and_ir_drop]
static-leakage-power_nw = 52.4
vdd_ir_drop_max_v = 0.000244
power.density_nw_per_um2 = 311

[die]
rows = 162
dieHeight_um = 445
fp_util_pct = 50.4
die_x_um = 445
ios = 6
chipArea_um2 = 198000
fp.coreArea_um2 = 195000

[logic_synthesis]
yosys-top-cells-count = dfrtp_1, mux2_2, nand3_1
synthArstFlopShare_pct = 100
ff_type = dfrtp_1
synth_cell_types = 113
synth.area.top_cells = dfrtp_1, mux2_2, nand3_1, a22oi_1, clkbuf_1
yosys_cells = 7853
syn_area_per_cell_um2 = 12.5
top_area_cell = dfrtp_1
ys_ff = 2106
synth_dominant_cell_count = dfrtp_1
yosys.stat.seqShare_pct = 53.7
syn_area_um2 = 98200
yosys_area_um2 = 98200
synth_cells = 7853
edf_count = 0
yosys.area.top_type_share_pct = 53.5
synth_warnings = 4

[drt]
wire_per_inst_um = 57.1
routed-via-count = 86600
vias_per_cell = 7.85
initialDrtViolationCount = 10700
wirelength_um = 630000
drtPass1Iterations = 9
drcViolationCount = 0
ant_nets = 0

[critical_path]
cp_num_buf_inv = 1
crit_type = flip-flop to output pin
end_kind = output pin
ff2ff_path_depth = 12
arrival_ps = 5630
crit_family = buffers and inverters
reg2reg_to = memory_array.reg_read_data[4]$_DFFE_PN0P_
cp_num_cells = 1
r2r-start = cmd_interface.reg_address[4]$_DFFE_PN0P_
required_ps = 6320
reg2reg_slack_ps = 1700
slowest_stage = clkdlybuf4s50_1
worstPathMaxFanout = 1
max_stage_delay_ps = 480
path_cells = clkdlybuf4s50_1
startpoint_type = flip-flop

[final_timing]
finalHoldViolCount = 0
setup_viol = 0
skew_ps = 101
worst_pin_slew_ps = 1590
max_slew_margin_pct = -6.06
finalMaxSlewViolations = 7
setup_tns_ps = 0
rsz0062_at_grt = no

[cts]
root_buffer = clkbuf_16
clk_latency_ps = 890
post_cts_buffers = 0
cts_inserted_buffers = 220
cts_tree = yes
cts_resized = 0
clkSinkCount = 2106
cts.htree.levels = 4
clock_path_buffers = 3
holdBufCountCts = 0
clkSlewWorstSetupHoldPaths_ps = 60

[grt]
gr-total-overflow = 0
first_global_vias = 81700
antenna_found_initial = 109
grt_pass1_wl_um = 815000
grt_max_degree = 125
grt.total_usage_pct = 67.3

[cells_and_area]
postLayoutCellArea_um2 = 113000
post-route-util_pct = 57.9
drive_above_1_share_pct = 41.3
area_delta_synth_final_pct = 15.0

[run]
warnings = 64
max-cap-violations = 2

[outcome]
status = finished, violations left
violations = capacitance limit, slew limit

[hold_path]
min-delay-start = cmd_interface.spi_shiftreg_current[3]$_DFF_PN0_
holdPathEnd = cmd_interface.spi_shiftreg_current[4]$_DFF_PN0_
min_path_type = flip-flop to flip-flop
holdPathStages = 0
[power breakdown]
part	switching (W)	leakage (nW)	internal [W]
Combinational	0.00991	19.5	0.00282
Sequential	0.000487	29.3	0.0112
Clock	0.00466	3.58	0.00598
[final cells by class]
type	count	area, um2
Fill cell	15400	82100
Sequential cell	2106	52800
Multi-Input combinational cell	5013	43300
Clock buffer	328	6470
Timing Repair Buffer	733	5900
Tap cell	2624	3280
Clock inverter	70	811
Antenna cell	144	360
Inverter	10	37.5
[how the worst max path moves through the flow]
| stage | startpoint | endpoint |
|---|---|---|
| after CTS | cmd_interface.MISO_enable$_DFF_NN0_ | MISO_enable |
| after global routing | cmd_interface.MISO_enable$_DFF_NN0_ | MISO_enable |
| final | cmd_interface.MISO_enable$_DFF_NN0_ | MISO_enable |
[stage by stage]
step	instances	power [W]	setup WS, ps	hold slack (ps)
after floorplan	7853	0.0159	2030	367
after global placement	10500	0.0232	1450	383
after detailed placement	10500	0.0232	1460	385
after CTS	10900	0.0336	640	407
after global routing	11000	0.0345	645	409
final	11000	0.0351	688	403
[sequential cells by signal (all words and copies together) (netlist names), 5 cells and up]
name                                      flops
cmd_interface.reg_write_data                  8
cmd_interface.state_current                   5
cmd_interface.spi_shiftreg_current            8
cmd_interface.MISO_buffer_current             8
cmd_interface.bit_count_current               6
cmd_interface.reg_address                     8
memory_array.register_array_data_current   2048
memory_array.reg_read_data                    8
[cells by family after synthesis]
kind of cell    share of synthesized area [%]
flops                                    53.7
mux                                      23.9
simple gates                             8.58
compound gates                           10.6
buf+inv                                  3.07
xor+xnor                               0.0803
fa+ha+maj                              0.0637
[per-layer routing]
layer	GRT usage (%)	share of wire, %	routed length [um]	up-vias
met5	28.5	0.87	5480	-
li1	-	-	-	30400
met3	57.1	20	125000	3039
met2	78.1	36	229000	9030
met1	72.2	31	194000	44000
met4	59.2	12	77100	109
[layout by cell type (no fill, tap or decap), types with 21 or more instances in the layout]
cell,synthesis,routed
nor4_2,1,22
clkinv_2,0,39
nor3_1,41,38
or4_1,21,21
a222oi_1,22,22
a21oi_1,146,143
clkbuf_8,0,45
buf_4,16,699
a21oi_2,68,55
nand2_1,159,157
a22o_1,46,46
o22ai_1,169,169
nor2_1,184,180
mux2_2,2056,2056
a21oi_4,6,22
o211ai_1,46,46
o21ai_0,62,62
a22oi_1,427,427
nor4_1,83,61
buf_12,0,29
a32oi_1,100,100
nand4_1,187,187
nand3_1,688,684
diode_2,0,144
dfrtp_1,2101,2085
clkbuf_16,0,225
clkbuf_1,460,58
and3_1,35,35
Power figures rest on the tool's default switching activity, not on a simulated workload.
