`/design/flow/constraint.sdc`:
```
current_design pipe_div

set clk_period 3.9
set clk_io_pct 0.2

create_clock -name clk0 -period $clk_period [get_ports {clk}]

set non_clock_inputs [all_inputs -no_clocks]
set_input_delay [expr $clk_period * $clk_io_pct] -clock clk0 $non_clock_inputs
set_output_delay [expr $clk_period * $clk_io_pct] -clock clk0 [all_outputs]
```
`/design/flow/design.v`:
```
`timescale 10ns/10ps
module pipe_div(
	input wire clk,
	input wire rst_n,
	input wire signed [15:0] dividend,
	input wire signed [7:0] divisor,
	output reg signed [15:0] quotient,
	output reg signed [7:0] remainder,
	output reg ready,
	output reg error
	);
	reg signed [15:0] dividend_q;
	reg signed [7:0] divisor_q;
	reg signed [15:0] quotient_next;
	reg signed [7:0] remainder_next;
	reg ready_next;
	reg [23:0] sreg;
	reg [23:0] sreg_next;
	reg en;
	reg en_next;
	reg [4:0] counter;
	reg [4:0] counter_next;
	reg [1:0] state;
	reg [1:0] next_state;
	reg signed [15:0] dividend_p;
	reg signed [7:0] divisor_p;
	reg signed [7:0] divisor_p_next;
	reg negate_quotient;
	reg negate_quotient_next;
	reg negate_remainder;
	reg negate_remainder_next;
	reg error_next;
	parameter   IDLE    = 2'b00, 
				COMPUTE = 2'b01, 
				OUTPUT  = 2'b10;
	always @(posedge clk or negedge rst_n) begin
		if (!rst_n) begin
			dividend_q 	<= 0;
			divisor_q 	<= 0;
			sreg 		<= 0; 
			en 			<= 0;
			counter 	<= 0;
			state 		<= IDLE;
			dividend_p 	<= 0;
			ready 		<= 0;
			quotient 	<= 0;
			remainder 	<= 0;
			error		<= 0;
		end
		else begin
			dividend_q 	<= dividend;
			divisor_q 	<= divisor;
			quotient 	<= quotient_next;
			remainder 	<= remainder_next;
			en 			<= en_next;
			counter 	<= counter_next;
			state 		<= next_state;
			sreg		<= sreg_next;
			ready		<= ready_next;
			divisor_p 	<= divisor_p_next;
			error 		<= error_next;
			negate_quotient  <= negate_quotient_next;
			negate_remainder <= negate_remainder_next;
		end
	end
	always @(*) begin
		error_next = error;
		ready_next = ready;
		quotient_next = quotient;
		remainder_next = remainder;
		sreg_next = sreg;
		en_next = en;
		counter_next = counter + 1;
		negate_quotient_next = negate_quotient;
		negate_remainder_next = negate_remainder;
		divisor_p_next = divisor_p;
		case (state)
			IDLE: begin
				if ((divisor_q == 0) && (dividend_q == 0)) 
					next_state = IDLE;
				else if (divisor_q == 0) begin
					error_next = 1'b1;
					next_state = IDLE;
				end
				else begin
					negate_quotient_next = dividend_q[15] ^ divisor_q[7];
					negate_remainder_next = dividend_q[15];
					if (dividend_q[15]) dividend_p = -dividend_q;
					else dividend_p = dividend_q;
					if (divisor_q[7]) divisor_p_next = -divisor_q;
					else divisor_p_next = divisor_q;
					counter_next = 0;
					sreg_next = {8'h00, dividend_p};
					if (sreg[23:15] >= divisor_p_next) en_next = 1'b1; 		 
					else en_next = 1'b0;
					next_state = COMPUTE;
				end
			end
			COMPUTE: begin
				if (counter == 16) begin
					next_state = OUTPUT;
					counter_next = 0;
					quotient_next = sreg_next[15:0];		 
					remainder_next = sreg_next[23:16];		 
					if (negate_quotient) quotient_next = -quotient_next;
					if (negate_remainder) remainder_next = -remainder_next;
					ready_next = 1'b1;
				end
				else begin
					if (en) sreg_next[23:15] = (sreg[23:15] - divisor_p);	 
					sreg_next = (sreg_next << 1) + en;
					if (sreg_next[23:15] >= divisor_p) en_next = 1'b1;		 
					else en_next = 1'b0;
					next_state = COMPUTE;
				end
			end
			OUTPUT: begin
				ready_next = 1'b0; 
				next_state = IDLE;
			end
			default: next_state = IDLE;
		endcase
	end
endmodule
```
`/design/flow/run.sh`:
```
#!/bin/bash
# OpenROAD 26Q1-2900-gdf79404cd8, Yosys 0.63+post, stock flow scripts
make -C /OpenROAD-flow-scripts/flow DESIGN_CONFIG=/design/flow/config.mk WORK_HOME=/design/flow/orfs finish
```
`/design/flow/config.mk`:
```
export PLATFORM = sky130hd
export DESIGN_NAME = pipe_div
export DESIGN_NICKNAME = pipe_div
export VERILOG_FILES = /design/flow/design.v
export SDC_FILE = /design/flow/constraint.sdc
export NUM_CORES = 4
export LEC_CHECK = 1
export CORE_UTILIZATION = 50
```
==> results.yml <==
# flow metrics
outcome:
  status: "complete, no violations"
critical_path:
  path_buffers: 2
  path_delay_family: "AND-OR/OR-AND gates"
  path_cells: "inv_1 -> ha_1 -> inv_1 -> fa_1 -> a21o_1 -> a21oi_1 -> xnor2_1 -> mux2_2 -> ha_1 -> a211oi_1 -> o21ai_0 -> a2111oi_0 -> a21oi_1"
  critical_path.max_fanout: 5
  startpoint_type: "flip-flop"
  required_ns: 4.14
  crit_slowest_cell: "fa_1"
  slowest_delay_ns: 0.40
  critPathCaptureType: "flip-flop"
  critPathKind: "flip-flop to flip-flop"
  arrival_ns: 3.37
sta:
  finalSetupViolations: 0
  max_slew_margin_pct: 62.4
  hold_viol_final: 0
  fmax_mhz: 319
  worst_hold_slack_ns: 0.377
  rsz0062_at_grt: "no"
  worst_pin_slew_ns: 0.556
  maxSlewViolCount: 0
  setup_tns_ns: 0
  post-route-period-util_pct: 80.3
  clock_skew_ns: 0.00915
  fin_crit_ns: 3.13
global_routing:
  first_global_vias: 3260
  antenna_found_initial: 0
  track_usage_pct: 20.5
  globalRouteOverflowTotal: 0
  grt_max_degree: 51
  grt_pass1_wl_um: 15900
floorplan:
  fp-row-count: 35
  die-area_um2: 10300
  coreArea_um2: 9420
  core_util_floorplan_pct: 52.4
  die_width_um: 101
  fp.dieH_um: 101
  ios: 52
synthesis:
  async_flop_share_pct: 89.2
  yosys.area.top_type_share_pct: 41.6
  synth_cells: 494
  yosys_warnings: 1
  ys_cells: 494
  yosys.cell_types.count: 57
  ys_ff: 93
  netlist_area_um2: 4930
  syn_avg_cell_area_um2: 9.98
  synth_area_leader_cell: "dfrtp_1"
  ys_seq_share_pct: 48.2
  enable_flop_cells: 10
  ys_area_um2: 4930
  ff_type: "dfrtp_1"
  yosys-top-cells-area: "dfrtp_1, ha_1, edfxtp_1"
detailed_routing:
  drt.antenna.violating_nets: 0
  vias: 3516
  antenna_cells: 0
  vias_per_cell: 5.20
  post-route-drc-count: 0
  first_iter_violations: 99
  routedWlPerCell_um: 13.5
  drtPass1Iterations: 4
  wl_um: 9100
cts:
  cts_resized: 0
  htreeDepth: 3
  cts_tree: "built"
  cts_buffers: 9
  clk_pin_slew_ns: 0.09
  clock_latency_ns: 0.35
  clock_sinks: 93
  clk_path_buf_depth: 2
  cts_setup_buffers: 0
  cts_root_buf: "clkbuf_8"
  ctsHoldBuffers: 0
placement:
  place_congestion: 0.846
  dp_hpwl_um: 6700
  io_buffers: 51
finish:
  area_growth_pct: 16.3
  drive_above_1_share_pct: 6.40
flow_run:
  cap_violations: 0
  warnings: 27
pwr:
  p_per_area_nw_per_um2: 295
  p_total_mw: 1.69
  p_leak_nw: 2.59
  vdd_drop_max_uv: 192
min_path:
  hold_class: "input pin to async pin"
Yosys cell counts (2+ instances only):
cell type	count
dfrtp_1	82
nand2_1	77
o21ai_0	54
inv_1	30
ha_1	29
xor2_1	25
a21oi_1	20
nor2_1	19
xnor2_1	19
clkbuf_1	15
o31ai_1	14
mux2i_1	13
edfxtp_1	10
or3_1	8
nor2b_1	7
nand2b_1	6
mux2_2	5
nand3_1	5
a32o_1	4
a21o_1	3
nor3_1	3
o211ai_1	3
o21a_1	3
a2111oi_0	2
a211oi_1	2
nand4_1	2
nor3b_1	2
nor4_1	2
o41ai_1	2
state kept, by name, indices dropped and copies added (netlist names):
name / flops
sreg: 24
divisor_q: 8
divisor_p: 8
ready: 1
negate_quotient: 1
quotient: 16
counter: 5
dividend_q: 16
state: 3
negate_remainder: 1
error: 1
en: 1
remainder: 8
layer usage:
layer  track usage (%)  part of all wire [%]
met1              36.7                    55
met2              28.0                    40
met3              3.50                   4.3
met4              2.12                   1.2
met5                 0                     0
worst paths after layout:
| kind | start | slack [ns] | end | depth (start not counted) |
|---|---|---|---|---|
| min | rst_n | 0.38 | remainder[7] | 1 |
| min reg2reg | state[1] | 0.44 | ready | 1 |
| max | sreg[15] | 0.77 | en | 13 |
| max reg2reg | sreg[15] | 0.77 | en | 13 |
| min in group clk0 | state[1] | 0.44 | ready | 1 |
| max in group asynchronous | rst_n | 2.58 | sreg[1] | 2 |
kinds of logic after synthesis:
| family | count (synthesis) | share of synthesized area (%) |
|---|---|---|
| fa+ha+maj | 30 | 7.76 |
| flops | 93 | 48.2 |
| compound gates | 115 | 14.2 |
| mux | 18 | 3.78 |
| xor+xnor | 44 | 7.81 |
| simple gates | 146 | 14.5 |
| buf+inv | 48 | 3.75 |
metrics by stage:
| step | instance area [um^2] | util (%) | std cells | setup WS (ns) |
|---|---|---|---|---|
| floorplan | 4930 | - | 494 | 1.01 |
| global placement | 5560 | 59.1 | 661 | 0.859 |
| detailed placement | 5560 | 59.1 | 661 | 0.747 |
| CTS | 5740 | 60.9 | 676 | 0.732 |
| global route | 5740 | 60.9 | 676 | 0.464 |
| finish | 5740 | 60.9 | 676 | 0.770 |
placed cells by master, fill, tap and decap left out, drive strengths merged, types with 2 or more instances in the layout:
cell type | netlist | final
a32o | 4 | 4
o21a | 3 | 3
or4 | 2 | 2
clkbuf | 16 | 10
xor2 | 25 | 25
dfrtp | 82 | 82
nor2b | 7 | 7
or3 | 9 | 9
nor2 | 19 | 19
buf | 1 | 5
nor3b | 2 | 2
clkdlybuf4s50 | 0 | 50
a21oi | 21 | 21
clkinvlp | 0 | 3
mux2 | 5 | 5
nor3 | 3 | 3
nor4 | 3 | 3
nand4 | 2 | 2
nand3 | 5 | 5
xnor2 | 19 | 19
a2111oi | 2 | 2
a21o | 3 | 3
ha | 29 | 29
o21ai | 55 | 55
or3b | 2 | 2
mux2i | 13 | 13
or4b | 2 | 2
inv | 31 | 32
nand2b | 6 | 6
o41ai | 2 | 2
nand2 | 77 | 77
a211oi | 2 | 2
o211ai | 3 | 3
o31ai | 14 | 14
edfxtp | 10 | 10
final cells by class:
class / instances / area (um^2)
Clock inverter: 5 / 36.3
Clock buffer: 10 / 138
Inverter: 31 / 116
Multi-Input combinational cell: 353 / 2370
Tap cell: 129 / 161
Sequential cell: 93 / 2380
Fill cell: 805 / 3680
Timing Repair Buffer: 55 / 538
power by group:
part	internal (mW)	switching (mW)
logic	0.0508	0.0502
clock network	0.247	0.336
registers	0.992	0.0154
Power and IR drop assume default switching activity.
